**design/flow/constraint.sdc**
```tcl
current_design alu

set clk_period 12.3
set clk_io_pct 0.2

create_clock -name clk0 -period $clk_period

set non_clock_inputs [all_inputs -no_clocks]
set_input_delay [expr $clk_period * $clk_io_pct] -clock clk0 $non_clock_inputs
set_output_delay [expr $clk_period * $clk_io_pct] -clock clk0 [all_outputs]
```
**design/flow/run.sh**
```bash
#!/bin/bash
# OpenROAD 26Q1-2900-gdf79404cd8, Yosys 0.63+post, stock flow scripts
make -C /OpenROAD-flow-scripts/flow DESIGN_CONFIG=/design/flow/config.mk WORK_HOME=/design/flow/orfs finish
```
**design/flow/config.mk**
```make
export PLATFORM = sky130hd
export DESIGN_NAME = alu
export DESIGN_NICKNAME = alu
export VERILOG_FILES = /design/flow/design.v
export SDC_FILE = /design/flow/constraint.sdc
export NUM_CORES = 4
export LEC_CHECK = 1
export CORE_UTILIZATION = 30
```
**design/flow/design.v**
```verilog
`timescale 1ns/1ps
module alu(
           rst_n,          
           src1,           
           src2,           
           ALU_control,    
           result,         
           zero,           
           cout,           
           overflow        
           );
input           rst_n;
input  [32-1:0] src1;
input  [32-1:0] src2;
input   [4-1:0] ALU_control;
output [32-1:0] result;
output          zero;
output          cout;
output          overflow;
wire   [32-1:0] result;
reg             zero;
wire            cout;
wire            overflow;
wire   [31-1:0] t_cout;
wire            set;
alu_top a0(
  .src1(src1[0]),
  .src2(src2[0]),
  .less(set),
  .A_invert(ALU_control[3]),
  .B_invert(ALU_control[2]),
  .cin(ALU_control[2]),
  .operation(ALU_control[2-1:0]),
  .result(result[0]),
  .cout(t_cout[0])
);
alu_top a1(
  .src1(src1[1]),
  .src2(src2[1]),
  .less(1'd0),
  .A_invert(ALU_control[3]),
  .B_invert(ALU_control[2]),
  .cin(t_cout[0]),
  .operation(ALU_control[2-1:0]),
  .result(result[1]),
  .cout(t_cout[1])
);
alu_top a2(
  .src1(src1[2]),
  .src2(src2[2]),
  .less(1'd0),
  .A_invert(ALU_control[3]),
  .B_invert(ALU_control[2]),
  .cin(t_cout[1]),
  .operation(ALU_control[2-1:0]),
  .result(result[2]),
  .cout(t_cout[2])
);
alu_top a3(
  .src1(src1[3]),
  .src2(src2[3]),
  .less(1'd0),
  .A_invert(ALU_control[3]),
  .B_invert(ALU_control[2]),
  .cin(t_cout[2]),
  .operation(ALU_control[2-1:0]),
  .result(result[3]),
  .cout(t_cout[3])
);
alu_top a4(
  .src1(src1[4]),
  .src2(src2[4]),
  .less(1'd0),
  .A_invert(ALU_control[3]),
  .B_invert(ALU_control[2]),
  .cin(t_cout[3]),
  .operation(ALU_control[2-1:0]),
  .result(result[4]),
  .cout(t_cout[4])
);
alu_top a5(
  .src1(src1[5]),
  .src2(src2[5]),
  .less(1'd0),
  .A_invert(ALU_control[3]),
  .B_invert(ALU_control[2]),
  .cin(t_cout[4]),
  .operation(ALU_control[2-1:0]),
  .result(result[5]),
  .cout(t_cout[5])
);
alu_top a6(
  .src1(src1[6]),
  .src2(src2[6]),
  .less(1'd0),
  .A_invert(ALU_control[3]),
  .B_invert(ALU_control[2]),
  .cin(t_cout[5]),
  .operation(ALU_control[2-1:0]),
  .result(result[6]),
  .cout(t_cout[6])
);
alu_top a7(
  .src1(src1[7]),
  .src2(src2[7]),
  .less(1'd0),
  .A_invert(ALU_control[3]),
  .B_invert(ALU_control[2]),
  .cin(t_cout[6]),
  .operation(ALU_control[2-1:0]),
  .result(result[7]),
  .cout(t_cout[7])
);
alu_top a8(
  .src1(src1[8]),
  .src2(src2[8]),
  .less(1'd0),
  .A_invert(ALU_control[3]),
  .B_invert(ALU_control[2]),
  .cin(t_cout[7]),
  .operation(ALU_control[2-1:0]),
  .result(result[8]),
  .cout(t_cout[8])
);
alu_top a9(
  .src1(src1[9]),
  .src2(src2[9]),
  .less(1'd0),
  .A_invert(ALU_control[3]),
  .B_invert(ALU_control[2]),
  .cin(t_cout[8]),
  .operation(ALU_control[2-1:0]),
  .result(result[9]),
  .cout(t_cout[9])
);
alu_top a10(
  .src1(src1[10]),
  .src2(src2[10]),
  .less(1'd0),
  .A_invert(ALU_control[3]),
  .B_invert(ALU_control[2]),
  .cin(t_cout[9]),
  .operation(ALU_control[2-1:0]),
  .result(result[10]),
  .cout(t_cout[10])
);
alu_top a11(
  .src1(src1[11]),
  .src2(src2[11]),
  .less(1'd0),
  .A_invert(ALU_control[3]),
  .B_invert(ALU_control[2]),
  .cin(t_cout[10]),
  .operation(ALU_control[2-1:0]),
  .result(result[11]),
  .cout(t_cout[11])
);
alu_top a12(
  .src1(src1[12]),
  .src2(src2[12]),
  .less(1'd0),
  .A_invert(ALU_control[3]),
  .B_invert(ALU_control[2]),
  .cin(t_cout[11]),
  .operation(ALU_control[2-1:0]),
  .result(result[12]),
  .cout(t_cout[12])
);
alu_top a13(
  .src1(src1[13]),
  .src2(src2[13]),
  .less(1'd0),
  .A_invert(ALU_control[3]),
  .B_invert(ALU_control[2]),
  .cin(t_cout[12]),
  .operation(ALU_control[2-1:0]),
  .result(result[13]),
  .cout(t_cout[13])
);
alu_top a14(
  .src1(src1[14]),
  .src2(src2[14]),
  .less(1'd0),
  .A_invert(ALU_control[3]),
  .B_invert(ALU_control[2]),
  .cin(t_cout[13]),
  .operation(ALU_control[2-1:0]),
  .result(result[14]),
  .cout(t_cout[14])
);
alu_top a15(
  .src1(src1[15]),
  .src2(src2[15]),
  .less(1'd0),
  .A_invert(ALU_control[3]),
  .B_invert(ALU_control[2]),
  .cin(t_cout[14]),
  .operation(ALU_control[2-1:0]),
  .result(result[15]),
  .cout(t_cout[15])
);
alu_top a16(
  .src1(src1[16]),
  .src2(src2[16]),
  .less(1'd0),
  .A_invert(ALU_control[3]),
  .B_invert(ALU_control[2]),
  .cin(t_cout[15]),
  .operation(ALU_control[2-1:0]),
  .result(result[16]),
  .cout(t_cout[16])
);
alu_top a17(
  .src1(src1[17]),
  .src2(src2[17]),
  .less(1'd0),
  .A_invert(ALU_control[3]),
  .B_invert(ALU_control[2]),
  .cin(t_cout[16]),
  .operation(ALU_control[2-1:0]),
  .result(result[17]),
  .cout(t_cout[17])
);
alu_top a18(
  .src1(src1[18]),
  .src2(src2[18]),
  .less(1'd0),
  .A_invert(ALU_control[3]),
  .B_invert(ALU_control[2]),
  .cin(t_cout[17]),
  .operation(ALU_control[2-1:0]),
  .result(result[18]),
  .cout(t_cout[18])
);
alu_top a19(
  .src1(src1[19]),
  .src2(src2[19]),
  .less(1'd0),
  .A_invert(ALU_control[3]),
  .B_invert(ALU_control[2]),
  .cin(t_cout[18]),
  .operation(ALU_control[2-1:0]),
  .result(result[19]),
  .cout(t_cout[19])
);
alu_top a20(
  .src1(src1[20]),
  .src2(src2[20]),
  .less(1'd0),
  .A_invert(ALU_control[3]),
  .B_invert(ALU_control[2]),
  .cin(t_cout[19]),
  .operation(ALU_control[2-1:0]),
  .result(result[20]),
  .cout(t_cout[20])
);
alu_top a21(
  .src1(src1[21]),
  .src2(src2[21]),
  .less(1'd0),
  .A_invert(ALU_control[3]),
  .B_invert(ALU_control[2]),
  .cin(t_cout[20]),
  .operation(ALU_control[2-1:0]),
  .result(result[21]),
  .cout(t_cout[21])
);
alu_top a22(
  .src1(src1[22]),
  .src2(src2[22]),
  .less(1'd0),
  .A_invert(ALU_control[3]),
  .B_invert(ALU_control[2]),
  .cin(t_cout[21]),
  .operation(ALU_control[2-1:0]),
  .result(result[22]),
  .cout(t_cout[22])
);
alu_top a23(
  .src1(src1[23]),
  .src2(src2[23]),
  .less(1'd0),
  .A_invert(ALU_control[3]),
  .B_invert(ALU_control[2]),
  .cin(t_cout[22]),
  .operation(ALU_control[2-1:0]),
  .result(result[23]),
  .cout(t_cout[23])
);
alu_top a24(
  .src1(src1[24]),
  .src2(src2[24]),
  .less(1'd0),
  .A_invert(ALU_control[3]),
  .B_invert(ALU_control[2]),
  .cin(t_cout[23]),
  .operation(ALU_control[2-1:0]),
  .result(result[24]),
  .cout(t_cout[24])
);
alu_top a25(
  .src1(src1[25]),
  .src2(src2[25]),
  .less(1'd0),
  .A_invert(ALU_control[3]),
  .B_invert(ALU_control[2]),
  .cin(t_cout[24]),
  .operation(ALU_control[2-1:0]),
  .result(result[25]),
  .cout(t_cout[25])
);
alu_top a26(
  .src1(src1[26]),
  .src2(src2[26]),
  .less(1'd0),
  .A_invert(ALU_control[3]),
  .B_invert(ALU_control[2]),
  .cin(t_cout[25]),
  .operation(ALU_control[2-1:0]),
  .result(result[26]),
  .cout(t_cout[26])
);
alu_top a27(
  .src1(src1[27]),
  .src2(src2[27]),
  .less(1'd0),
  .A_invert(ALU_control[3]),
  .B_invert(ALU_control[2]),
  .cin(t_cout[26]),
  .operation(ALU_control[2-1:0]),
  .result(result[27]),
  .cout(t_cout[27])
);
alu_top a28(
  .src1(src1[28]),
  .src2(src2[28]),
  .less(1'd0),
  .A_invert(ALU_control[3]),
  .B_invert(ALU_control[2]),
  .cin(t_cout[27]),
  .operation(ALU_control[2-1:0]),
  .result(result[28]),
  .cout(t_cout[28])
);
alu_top a29(
  .src1(src1[29]),
  .src2(src2[29]),
  .less(1'd0),
  .A_invert(ALU_control[3]),
  .B_invert(ALU_control[2]),
  .cin(t_cout[28]),
  .operation(ALU_control[2-1:0]),
  .result(result[29]),
  .cout(t_cout[29])
);
alu_top a30(
  .src1(src1[30]),
  .src2(src2[30]),
  .less(1'd0),
  .A_invert(ALU_control[3]),
  .B_invert(ALU_control[2]),
  .cin(t_cout[29]),
  .operation(ALU_control[2-1:0]),
  .result(result[30]),
  .cout(t_cout[30])
);
alu_bot a31(
  .src1(src1[31]),
  .src2(src2[31]),
  .less(1'd0),
  .A_invert(ALU_control[3]),
  .B_invert(ALU_control[2]),
  .cin(t_cout[30]),
  .operation(ALU_control[2-1:0]),
  .result(result[31]),
  .cout(cout),
  .set(set),
  .overflow(overflow)
);
always @(result)
begin
  if ( result == 32'd0 )
    zero <= 1;
  else
    zero <= 0;
end
endmodule
`timescale 1ns/1ps
module alu_bot(
               src1,        
               src2,        
               less,        
               A_invert,    
               B_invert,    
               cin,         
               operation,   
               result,      
               cout,        
               set,         
               overflow,    
               );
input         src1;
input         src2;
input         less;
input         A_invert;
input         B_invert;
input         cin;
input [2-1:0] operation;
output        result;
output        cout;
output        set;
output        overflow;
reg           set;
reg           overflow;
reg           result;
reg           cout;
reg           A;
reg           B;
reg           o_and;
reg           o_or;
reg           o_sum;
reg           o_cout;
always @( A_invert or B_invert or src1 or src2)
begin
  if ( A_invert )
  begin
    A = ~src1;
  end
  else
  begin
    A = src1;
  end
  if ( B_invert )
  begin
    B = ~src2;
  end
  else
  begin
    B = src2;
  end
end
always @( A or B or cin)
begin
  o_and   <= A&B;
  o_or    <= A|B;
  o_cout  <= (A&B) | (cin&B) | (cin&A);
  o_sum   <= A ^ B ^ cin;
end
always @( o_and or o_or or o_sum or cout or operation )
begin
  case(operation)
    2'd0:
    begin
      result   <= o_and;
      cout     <= 0;
      overflow <= 0;
      set      <= 0;
    end
    2'd1:
    begin
      result   <= o_or;
      cout     <= 0;
      overflow <= 0;
      set      <= 0;
    end
    2'd2:
    begin
      result   <= o_sum;
      cout     <= o_cout;
      overflow <= ( A&B&~o_sum ) | (~A&~B&o_sum);
      set      <= 0;
    end
    2'd3:
    begin
      result   <= less;
      set      <= o_sum;
      cout     <= 0;
      overflow <= 0;
    end
  endcase
end
always @( A or B or cin or operation )
begin
end
endmodule
`timescale 1ns/1ps
module alu_top(
               src1,        
               src2,        
               less,        
               A_invert,    
               B_invert,    
               cin,         
               operation,   
               result,      
               cout,        
               );
input         src1;
input         src2;
input         less;
input         A_invert;
input         B_invert;
input         cin;
input [2-1:0] operation;
output        result;
output        cout;
reg           cout;
reg           result;
reg           A;
reg           B;
reg           o_and;
reg           o_or;
reg           o_sum;
always @( A_invert or B_invert or src1 or src2)
begin
  if ( A_invert )
  begin
    A = ~src1;
  end
  else
  begin
    A = src1;
  end
  if ( B_invert )
  begin
    B = ~src2;
  end
  else
  begin
    B = src2;
  end
end
always @( A or B or cin)
begin
  o_and   <= A&B;
  o_or    <= A|B;
  cout    <= (A&B) | (cin&B) | (cin&A);
  o_sum   <= A ^ B ^ cin;
end
always @( o_and or o_or or o_sum or cout or operation or less)
begin
  case(operation)
    2'd0:
    begin
      result <= o_and;
    end
    2'd1:
    begin
      result <= o_or;
    end
    2'd2:
    begin
      result <= o_sum;
    end
    2'd3:
    begin
      result <= less;
    end
  endcase
end
endmodule
```
==> results.yml <==
# flow metrics
cells_and_area:
  clkbuf_count: 0
  area_growth_pct: 41.3
  layout_top_cells: "clkdlybuf4s50_1 (76), buf_4 (74), inv_1 (71)"
  post-route-util: 0.438
  layout_top_cell: "clkdlybuf4s50_1"
  fillers: 1087
  logic_area_um2: 3060
  instances_no_fill: 687
  drive_gt1_frac: 0.267
  regArea_um2: 0
  flops: 0
timing:
  finalSetupViolCount: 17
  fin_crit_ns: 17.74
  fmax_ghz: 0.0564
  layout_setup_ws_ns: -5.44
  fin_hold_ws_ns: 5.71
  hold_viol: 0
  relSlewSlack: 0.502
  drv_slew: 0
  rsz0062_at_grt: "yes"
  tightest_slew_ns: 0.747
  fin_crit_sh: 1.44
drt:
  post_drt_wl_per_cell_um: 11.9
  drc: 0
  ant_nets: 0
  drt_first_pass_iters: 4
  drtIter0Drc: 89
  vias_per_cell: 4.25
  via_count: 2923
  antenna_cells: 0
  routed_wl_um: 8210
logic_synthesis:
  yosys.area_share.simple: 0.121
  xor_share: 0.160
  ys_seq_share: 0
  synth-adder-area-share: 0.391
  synth_cell_types: 30
  yosys_cells: 424
  yosys.area_share.aoi: 0.118
  ys_warn_count: 3
  netlist_area_um2: 3550
  avgSynthCellArea_um2: 8.38
  synth_chip_area_um2: 3550
  mux_share: 0.0282
  synth_cells: 424
  ys_top_logic_family: "adder cells"
grt:
  grt_pass1_vias: 2890
  grt_pass1_wl_um: 13900
  grt_max_degree: 83
  grt_usage: 0.140
  grt_antenna_before_repair: 0
  grt.overflow.total: 0
power_and_ir_drop:
  p_int_w: 0.000150
  switching_power_w: 0.000118
  vdd_ir_drop_max_mv: 0.0292
  combinationalPowerShare: 1.000
  powerDensity_nw_per_um2: 53.4
  netSwitchingFraction: 0.441
  pwr-share-seq: 0
  clock_power_share: 0
  p_leak_nw: 2.46
  totalPowerFinal_w: 0.000268
run:
  drv_cap: 0
  tool_warnings: 97
worst_hold_path:
  hold_class: "primary input to primary output"
setup_path:
  crit_type: "primary input to primary output"
  required_ns: 9.84
  arrival_ns: 15.28
  max_stage_delay_ns: 0.53
  end_kind: "primary output"
  slowest_stage: "fa_1"
  critical_path.startpoint_type: "primary input"
  path_common_cell: "fa_2"
  cp_max_fo: 4
place:
  place.port_buffers: 103
  gp_congestion: 0.773
  dp_slack_ns: -6.36
  place_hpwl_um: 6710
  dp_cells: 685
floorplanning:
  die_height_um: 111
  num_rows: 39
  dieArea_um2: 12300
  core_util_floorplan: 0.310
  ioPinCount: 104
  core_area_um2: 11500
  die_w_um: 111
status:
  violations: "negative setup slack"
  outcome: "complete, but fails checks"
clocking:
  hold_buffers: 0
==> metal layers <==
metal / track usage / vias to the layer above / part of all wire
li1: - / 1522 / -
met1: 0.212 / 1333 / 0.48
met2: 0.233 / 68 / 0.48
met3: 0.0145 / 0 / 0.043
met4: 0 / 0 / 0
met5: 0 / - / 0
==> critical path: cells and delay by family <==
kind / cells / cell delay (ns)
compound gates: 2 / 0.40
xor+xnor: 1 / 0.17
buf+inv: 3 / 0.28
simple gates: 4 / 1.18
fa+ha+maj: 31 / 10.77
==> repair_timing <==
action	4_1_cts	5_1_grt
pin swaps	26	13
gates resized	82	7
endpoints found under the hold margin	0	0
endpoints found under the setup margin	19	18
buffers inserted	18	6
==> worst paths after layout <==
| kind | start | to | slack, ns | cells after the start |
|---|---|---|---|---|
| max | ALU_control[3] | zero | -5.44 | 41 |
| min | ALU_control[0] | result[27] | 5.71 | 4 |
==> area by class of cell <==
| cell class | instances | area share |
|---|---|---|
| tap | 143 | 0.0356 |
| timing repair buffer | 177 | 0.300 |
| inverter | 73 | 0.0546 |
| multi-input combinational | 294 | 0.610 |
==> per-stage QoR <==
| stage | area, um2 | setup TNS, ns |
|---|---|---|
| after global routing | 5020 | -51.95 |
| after global placement | 5020 | -61.10 |
| final | 5020 | -47.46 |
| after floorplan | 3710 | -40.82 |
| after CTS | 5040 | -48.85 |
| after detailed placement | 5020 | -61.74 |
==> logic make-up after synthesis <==
logic type,after synthesis
AND-OR/OR-AND,61
XOR/XNOR,65
adder cells (fa/ha/maj),93
buffers and inverters,130
multiplexers,10
AND/OR/NAND/NOR,65
==> power groups by stage <==
stage         sequential [W]  combinational [W]  clock (W)
finish                     0           0.000268          0
global route               0           0.000306          0
CTS                        0           0.000276          0
==> synthesized netlist by cell type (2+ instances only) <==
cell,instances,share of area
o22ai_1,6,0.011
buf_2,7,0.0099
nor2b_1,40,0.070
o221ai_1,4,0.0099
mux2i_1,10,0.028
o31a_1,20,0.049
buf_6,3,0.0095
xor2_1,64,0.16
nand2b_1,2,0.0035
buf_1,3,0.0032
o21ai_0,25,0.035
clkbuf_1,10,0.011
nor2_1,5,0.0053
or4_1,8,0.017
nor2b_4,2,0.0077
o31ai_1,3,0.0063
buf_4,33,0.070
ha_1,63,0.22
and2b_1,4,0.0084
fa_1,30,0.17
inv_1,73,0.077
Power is estimated from default activity; no workload was simulated.
